### flow/design.v
module counter2(
input clk, reset, enable,
input [7:0] currHour, currMin,
output reg [7:0] countSec,countMin,countHr);
parameter idleState=2'b00;
parameter counterState=2'b01;
parameter resetState=2'b10;
parameter timerSetState=2'b11;
reg [1:0] currState, nextState;
always @(posedge clk or posedge reset) begin
	if(reset) begin
	currState <= idleState;
	countSec<=8'b0;
	countMin<=8'b0;
	countHr<=8'b0;
	end else begin
	case(currState)
		idleState: begin
		if(enable) 
		nextState=counterState;
        else
        nextState=idleState;
		end 
		counterState: begin
        countSec <= countSec + 1;
        if (countSec == 59) begin
            countSec <= 0;
            countMin <= currMin + 1;
            if (countMin == 59) begin
                countMin <= 0;
                countHr <= currHour + 1;
                if (countHr == 23) begin
                    countHr <= 0;
                end
            end
        end
        end        
		resetState: begin
		nextState=resetState;
		end
		timerSetState: begin
        if(enable)
		nextState=counterState;
        else
        nextState=timerSetState;
		end
		default: nextState=idleState;
	endcase
	currState<=nextState;
end
end
endmodule
### flow/run.sh
#!/bin/bash
# OpenROAD 26Q1-2900-gdf79404cd8, Yosys 0.63+post, stock flow scripts
make -C /OpenROAD-flow-scripts/flow DESIGN_CONFIG=/design/flow/config.mk WORK_HOME=/design/flow/orfs finish
### flow/config.mk
export PLATFORM = sky130hd
export DESIGN_NAME = counter2
export DESIGN_NICKNAME = counter2
export VERILOG_FILES = /design/flow/design.v
export SDC_FILE = /design/flow/constraint.sdc
export NUM_CORES = 4
export LEC_CHECK = 1
export CORE_UTILIZATION = 30
### flow/constraint.sdc
current_design counter2

set clk_period 2.6
set clk_io_pct 0.2

create_clock -name clk0 -period $clk_period [get_ports {clk}]

set non_clock_inputs [all_inputs -no_clocks]
set_input_delay [expr $clk_period * $clk_io_pct] -clock clk0 $non_clock_inputs
set_output_delay [expr $clk_period * $clk_io_pct] -clock clk0 [all_outputs]
==> impl_metrics.csv <==
group,metric,value,unit
cts,post_cts_buffers,0,
synthesis,ys_sh_aoi,13.0,%
synthesis,top_logic_kind,"simple AND/OR/NAND/NOR gates",
flow_run,maxCapViolations,0,
synthesis,common_cells,"dfrtp_1 (26), nand2_1 (20), o21ai_0 (17)",
worst_setup_path,cp.arrival,2070,ps
worst_setup_path,cp-end-kind,"register",
synthesis,async_flop_share,83.9,%
cts,cts_made_buffers,5,
pwr,vdd_ir_drop_max,0.152,mV
floorplanning,core,4820,µm²
synthesis,ys_types,36,
synthesis,ys_sh_simple,22.2,%
global_route,grt_usage,13.1,%
synthesis,yosys_warnings,1,
synthesis,ys_seq_share,49.1,%
floorplanning,dieArea,5390,µm²
synthesis,yosys_area,1530,µm²
floorplanning,fp.dieH,73.4,µm
synthesis,edf_count,0,
synthesis,synth_area_leader_cell,"dfrtp_1",
global_route,grt_pass1_vias,1161,
synthesis,mux_share,0.736,%
worst_setup_path,startpoint_type,"register",
sta,setup_tns,0,ps
layout,drive_gt1_share,5.91,%
floorplanning,die_x,73.4,µm
placed_design,preCtsSetupSlack,618,ps
cts,clk_pin_slew,60,ps
synthesis,yosys-stat-cells,157,
routing,diodes,0,
floorplanning,core_util_floorplan,31.7,%
global_route,overflow,0,
min_path,hp-class,"register to register",
synthesis,top_cells_by_area,"dfrtp_1 (43%), dfxtp_1 (6.5%), o21ai_0 (5.6%)",
pwr,power.density,438,nW/µm²
placed_design,io_buffers,42,
sta,finalClockSkew,4.29,ps
cts,cts.htree.levels,2,
global_route,grt_pass1_wl,5.40,mm
sta,hold_viol_final,0,
routing,drt_pre_antenna_iters,4,
global_route,grt_max_degree,27,
cts,cts_tree,"yes",
sta,rsz0062_at_grt,"no",
sta,slew_viol_final,0,
routing,wire_per_inst,11.7,µm
routing,via_per_inst,4.74,
routing,num_vias,1280,
worst_setup_path,crit_type,"register to register",
synthesis,syn_area_per_cell,9.74,µm²
cts,cts_resized,0,
sta,period_used_share,71.5,%
routing,post-route-drc-count,0,
synthesis,ys_sh_adder,2.45,%
sta,relSlewSlack,75.6,%
cts,cts.sinks,31,
status,status,"completed",
sta,setup-violations-final,0,
synthesis,synth_flops,31,
sta,max_freq,538,MHz
cts,postCtsHoldBufs,0,
sta,worst_slack,742,ps
routing,drt_iter0_markers,61,
cts,clock_path_buffers,2,
routing,wl,3.17,mm
flow_run,warning_count,25,
floorplanning,ios,43,
worst_setup_path,cp.required,2820,ps
pwr,p_leak,0.893,nW
cts,clockRootBuffer,"clkbuf_8",
synthesis,synth_cells,157,
routing,ant_nets,0,
floorplanning,num_rows,25,
layout,syn_to_final_growth,37.0,%
synthesis,ys_dominant_reg_cell,"dfrtp_1",
placed_design,place_congestion,0.810,
synthesis,netlist.area_leader.share,42.6,%
sta,period_needed,1860,ps
synthesis,xor_share,9.74,%
global_route,antenna_found_initial,0,
sta,worstMarginPinSlew,363,ps
placed_design,place_hpwl,2.31,mm
synthesis,most_common_cell,"dfrtp_1",
worst_setup_path,crit_fanout,8,
synthesis,syn_area,1530,µm²
cts,clk_latency,280,ps
[per-stage QoR]
stage	util [%]	hold slack, ps	power [mW]	cells	area [µm²]
4_1_cts	43.5	470	0.930	270	2090
3_3_place_gp	41.8	454	0.567	262	2010
2_1_floorplan	-	436	0.522	157	1530
6_report	43.5	468	0.917	270	2090
3_5_place_dp	41.8	453	0.567	262	2010
5_1_grt	43.5	496	0.962	270	2090
[path summary, 6_finish.rpt]
path	startpoint	to	slack (ps)	depth (start not counted)
min	register	currState[0]	470	1
max	countSec[0]	countHr[6]	740	5
min reg2reg	register	currState[0]	470	1
max in group asynchronous	reset	countHr[0]	1590	3
min in group asynchronous	reset	currState[1]	760	3
max reg2reg	countSec[0]	countHr[6]	740	5
[cell usage in the layout (no fill, tap or decap), types with 2 or more instances in the layout]
| cell | count |
|---|---|
| a21oi_1 | 2 |
| a22o_1 | 4 |
| and3_1 | 5 |
| buf_4 | 2 |
| clkbuf_1 | 2 |
| clkbuf_8 | 5 |
| clkdlybuf4s50_1 | 42 |
| dfrtp_1 | 26 |
| dfxtp_1 | 5 |
| ha_1 | 3 |
| inv_1 | 2 |
| nand2_1 | 20 |
| nand3_1 | 13 |
| nor2_1 | 8 |
| nor3_1 | 5 |
| o21ai_0 | 17 |
| o31ai_1 | 4 |
| or2_2 | 2 |
| or4bb_1 | 2 |
| xnor2_1 | 9 |
| xor2_1 | 8 |
[layer usage]
layer / up-vias / global-route usage, % / wire length (µm)
li1: 650 / - / -
met1: 597 / 20.9 / 1610
met5: - / 0 / 0
met2: 33 / 19.0 / 1390
met3: 0 / 3.33 / 171
met4: 0 / 1.71 / 0
[worst max-delay path, cell delays in order (launching register included)]
cell	delay, ps
dfrtp_1	410
ha_1	230
and4_1	260
nand3_1	290
nor3_1	430
a22o_1	180
[kinds of logic (layout without fill, tap and decap cells)]
kind of cell    Yosys count  count (layout)
simple gates             65              65
compound gates           32              32
flops                    31              31
xor+xnor                 17              17
buf+inv                   8              54
fa+ha+maj                 3               3
mux                       1               1
[where the power goes]
group          total, mW  internal (mW)  switching (mW)
Combinational     0.0732         0.0400          0.0332
Sequential         0.484          0.483        0.000545
Clock              0.360          0.187           0.172
[state kept, by name, indices dropped and copies added (netlist names), named ones only]
signal	count
countHr	8
currState	2
countMin	8
countSec	8
nextState	3
[layout make-up]
cell class	instances	area (µm²)
clock inverter	1	5.00
multi-input combinational	118	736
fill	478	2720
tap	67	83.8
timing repair buffer	44	435
inverter	2	7.51
sequential	31	751
clock buffer	7	76.3
Power figures rest on the tool's default switching activity, not on a simulated workload.
